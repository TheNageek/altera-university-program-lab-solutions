**flow/run.sh**
```bash
#!/bin/bash
# OpenROAD 26Q1-2900-gdf79404cd8, Yosys 0.63+post, stock flow scripts
make -C /OpenROAD-flow-scripts/flow DESIGN_CONFIG=/design/flow/config.mk WORK_HOME=/design/flow/orfs finish
```
**flow/config.mk**
```make
export PLATFORM = sky130hd
export DESIGN_NAME = lab2part3
export DESIGN_NICKNAME = lab2part3
export VERILOG_FILES = /design/flow/design.v
export SDC_FILE = /design/flow/constraint.sdc
export NUM_CORES = 4
export LEC_CHECK = 1
export CORE_AREA = 10 10 70 70
export DIE_AREA = 0 0 80 80
```
**flow/constraint.sdc**
```tcl
current_design lab2part3

set clk_period 3.0
set clk_io_pct 0.2

create_clock -name clk0 -period $clk_period

set non_clock_inputs [all_inputs -no_clocks]
set_input_delay [expr $clk_period * $clk_io_pct] -clock clk0 $non_clock_inputs
set_output_delay [expr $clk_period * $clk_io_pct] -clock clk0 [all_outputs]
```
**flow/design.v**
```verilog
module lab2part3 (SW, LEDR);
	input [8:0] SW;
	output [4:0] LEDR;
	wire [3:0] a, b, s;
	wire [2:0] c;
	wire ci, co;
	assign a = SW[7:4];
	assign b = SW[3:0];
	assign ci = SW[8];
	assign LEDR[3:0] = s;
	assign LEDR[4] = co;
	full_adder f0 (.a(a[0]),.b(b[0]),.ci(ci),.s(s[0]),.co(c[0]));
	full_adder f1 (.a(a[1]),.b(b[1]),.ci(c[0]),.s(s[1]),.co(c[1]));
	full_adder f2 (.a(a[2]),.b(b[2]),.ci(c[1]),.s(s[2]),.co(c[2]));
	full_adder f3 (.a(a[3]),.b(b[3]),.ci(c[2]),.s(s[3]),.co(co));
endmodule
module full_adder (a, b, ci, s, co);
	input a, b, ci;
	output s, co;
	assign s = ((a ^ b) ^ ci);
	assign co = ((a ^ b) == 1'b1) ? ci : b;
endmodule
```
==> results.toml <==
# implementation run metrics
[routing]
drt_iter0_markers = 0
num_vias = 177
viasPerCell = 2.213
drc = 0
postRouteAntennaNets = 0
drt-total-wl_um = 505
wl_per_cell_um = 6.313
n_antenna_cell = 0
drt_first_pass_iters = 1

[sta]
slew_violations = 0
setup_violations = 0
relSlewSlack = 0.8805
worstMarginPinSlew_ns = 0.1780
timing.hold.ws_ns = 1.990
hold_violations = 0
finalClockPeriodUsage = 0.9609
fin_ws_ns = 0.1173
rsz0062_at_grt = "false"
layout_min_cycle_time_ns = 2.883
max_freq_ghz = 0.3469

[synthesis]
synth_warnings = 0
synth_cell_types = 7
yosysChipArea_um2 = 162.7
top_cells_by_area = "xnor2_1 (43%), buf_4 (23%), maj3_2 (21%), a22oi_1 (4.6%), a21oi_1 (3.1%)"
syn_avg_cell_area_um2 = 8.133
synth_cells = 20
top_area_frac = 0.4308
yosysSeqAreaShare = 0
synthesis.area_um2 = 162.7
largest_area_cell = "xnor2_1"
ys_cells = 20

[setup_path]
crit_top_cell = "maj3_2"
cp_max_fo = 3
start_kind = "input pin"
critPathKind = "in2out"
slowest_delay_ns = 0.42
endpoint_kind = "output port"
critPathRequiredTime_ns = 2.40
worstPathCellList = "dlygate4sd2_1, maj3_2, maj3_2, buf_4, a22oi_1, a21oi_1, clkdlybuf4s50_1"
critPathSlowestCell = "clkdlybuf4s50_1"
worstPathArrival_ns = 2.28

[layout]
regArea_um2 = 0
syn_to_final_growth_pct = 118.5
clock_buffers = 0
drive_above_1_share = 0.2353
fin_area_um2 = 355.3
fin_util = 0.1040
ff_count = 0

[clock_network]
cts_setup_buffers = 0
cts-hold-fix-buffers = 0
cts_resized = 5

[power]
ir_drop_uv = 36.50
pwr-share-seq = 0
pwr-share-clk = 0
leakage_uw = 0.0001173
combPwrFrac = 1.000
p_int_uw = 43.80
p_switching_uw = 17.35
swShare = 0.2837
powerDensity_nw_per_um2 = 172.1

[global_route]
grt_usage = 0.01570
grt_max_degree = 5
use_met2 = 0.02167
grt_use_met1 = 0.02175
antenna_found_initial = 0
grt-ovfl-total = 0
grt_busiest_layer = "met1"
gr-usage-met3 = 0.009091
grt_pass1_vias = 178
grt_pass1_wl_um = 834

[job]
warning_count = 32
maxCapViolations = 0

[floorplan]
coreArea_um2 = 3416
fp.dieH_um = 80
chipArea_um2 = 6400
io_pins = 14
rows = 21
core_util_floorplan = 0.04762
fp.dieW_um = 80

[placed_design]
place_ws_ns = -0.2593
dpl_cell_area_um2 = 360.3
io_buffers = 14
gp_congestion = 0.7468

[worst_hold_path]
worstHoldPathType = "in2out"

[run_status]
status = "finished clean"
==> final timing paths <==
| path | cells past startpoint | endpoint | from |
|---|---|---|---|
| setup / recovery | 7 | LEDR[4] | SW[0] |
| hold / removal | 4 | LEDR[0] | SW[8] |
==> metal layers <==
| metal | share of wire | vias to the layer above |
|---|---|---|
| met4 | 0 | 0 |
| met3 | 0.17 | 0 |
| li1 | - | 92 |
| met5 | 0 | - |
| met2 | 0.31 | 13 |
| met1 | 0.52 | 72 |
==> layout make-up <==
class | count | area, um2
fillers | 409 | 3060
well taps | 46 | 57.56
multi-input cells | 15 | 125.1
repair buffers | 19 | 172.7
==> metrics by stage <==
stage          std cells  power (uW)  TNS, ns
6_report              80       61.15        0
5_1_grt               80       67.16        0
3_5_place_dp          80       65.72  -0.4668
4_1_cts               80       62.98        0
2_1_floorplan         20       33.99        0
3_3_place_gp          80       64.50  -0.3548
==> synth_stat cells <==
library cell,instances
a21oi_1,1
o21ai_0,1
nor2_1,1
xnor2_1,8
buf_4,5
maj3_2,3
a22oi_1,1
==> cell families (layout without fill, tap and decap cells) <==
kind of cell               after synthesis  in the layout  share of synthesized area
and+or+nand+nor                          1              1                    0.02305
adders and majority gates                3              3                     0.2077
xor gates and xnor gates                 8              8                     0.4308
AOI/OAI and AO/OA                        3              3                     0.1077
buffers and inverters                    5             19                     0.2308
==> layout by cell type, fill, tap and decap left out <==
cell type	synthesis	final
nor2_1	1	1
xnor2_1	8	8
maj3_2	3	3
o21ai_1	0	1
buf_4	5	5
clkdlybuf4s50_1	0	10
a22oi_1	1	1
a21oi_1	1	1
dlygate4sd2_1	0	4
==> power groups by stage <==
stage	Combinational [uW]	Sequential, uW	Clock [uW]
after CTS	63.0	0	0
after global routing	67.2	0	0
final	61.2	0	0
==> critical path: cells and delay by family <==
kind	cells	cell delay, ns
buffers and inverters	3	0.82
adders and majority gates	2	0.64
AOI/OAI and AO/OA	2	0.22
Power is estimated from default activity; no workload was simulated.
