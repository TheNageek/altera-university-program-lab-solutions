===== /design/flow/design.v =====
module lab1part5 (SW, LEDR, HEX0, HEX1, HEX2);
	input [9:0] SW;
	output [9:0] LEDR;
	output [6:0] HEX0, HEX1, HEX2;
	assign LEDR = SW;
	wire [1:0] Ch_Sel, Ch2, Ch1, Ch0;
	wire [1:0] mux2_out, mux1_out, mux0_out;
	wire [6:0] hex2_out, hex1_out, hex0_out;
	assign Ch_Sel = SW[9:8];
	assign Ch2 = SW[5:4];	
	assign Ch1 = SW[3:2];	
	assign Ch0 = SW[1:0];
	assign HEX2[6:0] = hex2_out;
	assign HEX1[6:0] = hex1_out;
	assign HEX0[6:0] = hex0_out;
	mux2bit_3_1 m0 (Ch_Sel,Ch0,Ch2,Ch1,mux0_out);
	mux2bit_3_1 m1 (Ch_Sel,Ch1,Ch0,Ch2,mux1_out);
	mux2bit_3_1 m2 (Ch_Sel,Ch2,Ch1,Ch0,mux2_out);
	segment7 s0 (mux0_out, hex0_out);
	segment7 s1 (mux1_out, hex1_out);
	segment7 s2 (mux2_out, hex2_out);
endmodule
module mux2bit_3_1 (S, U, V, W, M);
	input [1:0] S, U, V, W;
	output [1:0] M;
	assign M[0] = (~S[1] & ~S[0] & U[0]) | (~S[1] & S[0] & V[0]) | (S[1] & ~S[0] & W[0]) | (S[1] & S[0] & W[0]); 
	assign M[1] = (~S[1] & ~S[1] & U[1]) | (~S[1] & S[1] & V[1]) | (S[1] & ~S[1] & W[1]) | (S[1] & S[1] & W[1]);
endmodule
module segment7 (C, Display);
	input [1:0] C;
	output [6:0] Display;
	assign Display[0] = (~C[1] & ~C[0]) | (C[1] & ~C[0]) | (C[1] & C[0]);
	assign Display[1] = (~C[1] & C[0]) | (C[1] & C[0]);
	assign Display[2] = (~C[1] & C[0]) | (C[1] & C[0]);
	assign Display[3] = (C[1] & ~C[0]) | (C[1] & C[0]);
	assign Display[4] = (C[1] & ~C[0]) | (C[1] & C[0]);
	assign Display[5] = (~C[1] & ~C[0]) | (C[1] & ~C[0]) | (C[1] & C[0]);
	assign Display[6] = (C[1] & ~C[0]) | (C[1] & C[0]);
endmodule

===== /design/flow/run.sh =====
#!/bin/bash
# OpenROAD 26Q1-2900-gdf79404cd8, Yosys 0.63+post, stock flow scripts
make -C /OpenROAD-flow-scripts/flow DESIGN_CONFIG=/design/flow/config.mk WORK_HOME=/design/flow/orfs finish

===== /design/flow/config.mk =====
export PLATFORM = sky130hd
export DESIGN_NAME = lab1part5
export DESIGN_NICKNAME = lab1part5
export VERILOG_FILES = /design/flow/design.v
export SDC_FILE = /design/flow/constraint.sdc
export NUM_CORES = 4
export LEC_CHECK = 1
export CORE_AREA = 10 10 70 70
export DIE_AREA = 0 0 80 80

===== /design/flow/constraint.sdc =====
current_design lab1part5

set clk_period 1.4
set clk_io_pct 0.2

create_clock -name clk0 -period $clk_period

set non_clock_inputs [all_inputs -no_clocks]
set_input_delay [expr $clk_period * $clk_io_pct] -clock clk0 $non_clock_inputs
set_output_delay [expr $clk_period * $clk_io_pct] -clock clk0 [all_outputs]

==> reports/results.tsv <==
metric	value	unit
dp_hpwl	1.04	mm
grt_pass1_wl	1.94	mm
ant_nets	0	
outcome	finished, final reports clean	
final-hold-violation-count	0	
gp_congestion	0.730	
chipWidth	80	microns
power-per-cell-area	309	mW/mm^2
grt_max_degree	8	
cp-startpoint	SW[8]	
yosys_warnings	0	
layout-drive-gt1-share	72.2	%
die-area	0.00640	sq mm
area_delta_synth_final	121	%
instances_no_fill	118	
die_h	80	microns
ys_seq_share	0	%
cp.arrival	1.08	ns
diodes	0	
crit_required	1.12	ns
synth_chip_area	330	sq um
hp-class	in2out	
tightest_slew	0.167	ns
start_kind	input pin	
wire_per_inst	10.6	microns
vias_per_cell	3.00	
avgSynthCellArea	8.06	sq um
dr.pass1.iters	3	
maxSlewHeadroom	88.6	%
timing.final.crit_share	96.9	%
syn-instance-count	41	
grtUsageTotal	3.60	%
power	226	uW
drv_slew	0	
nClkBuffers	0	
antenna_found_initial	0	
drc	0	
overflow	0	
cp_max_fo	4	
drt_wl_total	1.26	mm
flops	0	
vdd_drop_max	97.8	uV
rsz0062_at_grt	false	
grt_pass1_vias	411	
final-seq-area	0	sq um
dpl_worst_slack	-0.750	ns
min_period	1.36	ns
fmax	737	MHz
tns	0	ns
openroad.warnings	33	
dp.cells	108	
critPathKind	in2out	
drtIter0Drc	9	
crit_path_end_kind	primary output	
hold_slack	0.560	ns
crit_path_end	HEX2[2]	
syn-cell-area	330	sq um
ys_cells	41	
fill_cells	393	
setup_viol	0	
synthDistinctLibCells	8	
core	0.00342	sq mm
ios	41	
vias	354	
io_buffers	37	
fp_util	9.67	%
maxCapViolations	0	
placementRows	21	
setup_slack	0.0434	ns
leakagePower	0.000357	uW
cts_hold_buf	0	
==> critical path, cell delays in order <==
cell,delay (ns)
buf_4,0.13
mux2_4,0.31
o21a_1,0.18
clkdlybuf4s15_1,0.17
==> power breakdown <==
group          internal (uW)  switching [uW]
sequential                 0               0
combinational            155            70.5
clock                      0               0
total                    155            70.5
==> layer usage <==
| layer | vias up | GRT usage [%] | share of wire, % |
|---|---|---|---|
| li1 | 175 | - | - |
| met1 | 150 | 4.95 | 43 |
| met2 | 29 | 4.41 | 32 |
| met3 | 0 | 2.95 | 25 |
| met4 | 0 | 0 | 0 |
| met5 | - | 0 | 0 |
==> how the worst min path moves through the flow <==
stage                  from       to  slack (ns)  cells past startpoint
final                 SW[6]  LEDR[6]        0.56                      0
after global routing  SW[7]  LEDR[7]        0.56                      0
after CTS             SW[6]  LEDR[6]        0.56                      0
==> timing repair <==
item                                    CTS  global route
setup buffers                            13             0
endpoints found under the hold margin     0             0
endpoints found under the setup margin   29            11
pin swaps                                 5             1
resized                                 105             3
==> layout by cell type (no fill, tap or decap) <==
| cell type | Yosys | layout |
|---|---|---|
| clkdlybuf4s15_1 | 0 | 4 |
| inv_2 | 0 | 3 |
| buf_4 | 22 | 8 |
| o21a_1 | 3 | 3 |
| buf_12 | 0 | 2 |
| buf_2 | 0 | 18 |
| mux2i_1 | 3 | 1 |
| clkdlybuf4s15_2 | 0 | 1 |
| mux2i_4 | 0 | 2 |
| clkdlybuf4s50_1 | 0 | 7 |
| mux2_4 | 0 | 3 |
| o211ai_2 | 3 | 3 |
| dlymetal6s2s_1 | 0 | 1 |
| nand2b_4 | 0 | 3 |
| buf_6 | 1 | 9 |
| dlygate4sd2_1 | 0 | 4 |
==> per-stage QoR <==
stage	utilization (%)	area (sq um)
5_1_grt	21.4	731
4_1_cts	22.3	763
2_1_floorplan	-	330
3_3_place_gp	18.6	634
6_report	21.4	731
3_5_place_dp	18.6	634
==> cells by family (layout without fill, tap and decap cells) <==
logic type             after synthesis  after routing  synth area share, %
buffers and inverters               26             57                 56.8
muxes                                6              6                 19.3
and+or+nand+nor                      3              3                 5.68
AOI/OAI and AO/OA                    6              6                 18.2
==> Yosys cell counts (all sizes together) <==
cell / number / share of area [%]
mux2i: 3 / 9.1
mux2: 3 / 10
nand2b: 3 / 5.7
buf: 23 / 53
o21a: 3 / 6.8
o211ai: 3 / 11
inv: 3 / 3.4
==> final cells by class <==
class                           count  area (sq um)  area share, %
Timing Repair Buffer               54           460           63.0
Multi-Input combinational cell     15           201           27.6
Tap cell                           46          57.6           7.88
Inverter                            3          11.3           1.54
Power and IR drop assume default switching activity.
