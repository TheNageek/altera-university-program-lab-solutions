===== /design/flow/run.sh =====
#!/bin/bash
# OpenROAD 26Q1-2900-gdf79404cd8, Yosys 0.63+post, stock flow scripts
make -C /OpenROAD-flow-scripts/flow DESIGN_CONFIG=/design/flow/config.mk WORK_HOME=/design/flow/orfs finish

===== /design/flow/config.mk =====
export PLATFORM = sky130hd
export DESIGN_NAME = lab2part1
export DESIGN_NICKNAME = lab2part1
export VERILOG_FILES = /design/flow/design.v
export SDC_FILE = /design/flow/constraint.sdc
export NUM_CORES = 4
export LEC_CHECK = 1
export CORE_AREA = 10 10 70 70
export DIE_AREA = 0 0 80 80

===== /design/flow/constraint.sdc =====
current_design lab2part1

set clk_period 1.2
set clk_io_pct 0.2

create_clock -name clk0 -period $clk_period

set non_clock_inputs [all_inputs -no_clocks]
set_input_delay [expr $clk_period * $clk_io_pct] -clock clk0 $non_clock_inputs
set_output_delay [expr $clk_period * $clk_io_pct] -clock clk0 [all_outputs]

===== /design/flow/design.v =====
module lab2part1 (SW, LEDR, HEX0, HEX1);
	input [7:0] SW;
	output [7:0] LEDR;
	output [6:0] HEX0, HEX1;
	assign LEDR = SW;  
	wire [3:0] ch0, ch1;	
	wire [6:0] hex0, hex1;
	assign ch0 = SW[3:0]; 	 
	assign ch1 = SW[7:4]; 	 
	assign HEX0 = hex0;		 
	assign HEX1	= hex1;		 
	seven_segment s0 (ch0, hex0);
	seven_segment s1 (ch1, hex1);
endmodule
module seven_segment (c, segment);
	input [3:0] c;
	output [6:0] segment;
	assign segment[0] = (~c[3]&~c[2]&~c[1]&c[0])|(~c[3]&c[2]&~c[1]&~c[0]);	
	assign segment[1] = (~c[3]&c[2]&~c[1]&c[0])|(~c[3]&c[2]&c[1]&~c[0]);	
	assign segment[2] = (~c[3]&~c[2]&c[1]&~c[0]);	
	assign segment[3] = (~c[3]&~c[2]&~c[1]&c[0])|(~c[3]&c[2]&~c[1]&~c[0])|(~c[3]&c[2]&c[1]&c[0])|(c[3]&~c[2]&~c[1]&c[0]);	
	assign segment[4] = (~c[3]&~c[2]&~c[1]&c[0])|(~c[3]&~c[2]&c[1]&c[0])|(~c[3]&c[2]&~c[1]&~c[0])|(~c[3]&c[2]&~c[1]&c[0])|(~c[3]&c[2]&c[1]&c[0])|(c[3]&~c[2]&~c[1]&c[0]);	
	assign segment[5] = (~c[3]&~c[2]&~c[1]&c[0])|(~c[3]&~c[2]&c[1]&~c[0])|(~c[3]&~c[2]&c[1]&c[0])|(~c[3]&c[2]&c[1]&c[0]);	
	assign segment[6] = (~c[3]&~c[2]&~c[1]&~c[0])|(~c[3]&~c[2]&~c[1]&c[0])|(~c[3]&c[2]&c[1]&c[0]);	
endmodule

==> run_results.csv <==
group,metric,value,unit
outcome,status,"finished clean",
detailed_routing,postRouteWirelength,1320,um
floorplan,fp.dieArea,6400,um^2
placed_design,placement.setup.worst_slack,-0.819,ns
floorplan,die_width,80,um
synthesis,number_of_warnings_printed_during_yosys_synthesis,0,
detailed_routing,route.detailed.wl_per_inst,10.2,um
global_routing,grt_pass1_wl,2170,um
worst_hold_path,timing.hold.worst.start,"SW[5]",
layout,area.sequential,0,um^2
worst_hold_path,hold_critical_path_endpoint,"HEX1[0]",
layout,fraction_of_layout_instances_using_a_drive_strength_above_1,68.7,%
pwr,design_power_total,251,uW
final_timing,layout_min_cycle_time,1.17,ns
synthesis,ys_cells,49,
final_timing,min_period_over_period,97.1,%
final_timing,max_slew_margin,87.2,%
detailed_routing,first_iteration_detailed_routing_drc_count,9,
setup_path,critPathArrivalTime,0.93,ns
global_routing,grt_pass1_vias,448,
floorplan,fp_util,9.93,%
synthesis,synth-seq-area-share,0,%
placed_design,hpwl_dp,1080,um
detailed_routing,antenna-diode-count,0,
setup_path,worstSetupPathType,"in -> out",
placed_design,port_buffers,30,
synthesis,synthesis.area,339,um^2
synthesis,synthesis.area_per_instance,6.92,um^2
synthesis,ys_chip_area,339,um^2
final_timing,max_freq,858,MHz
floorplan,dieHeight,80,um
detailed_routing,post_drt_via_cell_ratio,3.50,
pwr,power_per_cell_area,327,nW/um^2
global_routing,grt-ovfl-total,0,
floorplan,floorplan.core_area,3420,um^2
floorplan,fp-row-count,21,
final_timing,final_setup_tns,0,ns
final_timing,worstMarginPinSlew,0.191,ns
layout,layout_cell_area_excl_fill,768,um^2
run,tool_warnings,33,
placed_design,detailed_place.area,708,um^2
layout,n_clock_buffer,0,
pwr,worst_ir_drop_vdd,0.114,mV
setup_path,crit_path_end_kind,"output port",
global_routing,overall_routing_resource_usage,3.88,%
final_timing,number_of_max_slew_violations_in_the_final_report,0,
detailed_routing,routed-via-count,451,
layout,fin_util,22.5,%
setup_path,worst_path_max_fanout,4,
final_timing,rsz_0062_raised_after_global_routing,"false",
synthesis,synth_cell_types,25,
layout,flow.area_growth_from_synthesis,127,%
global_routing,groute.layer.met1.usage,5.29,%
synthesis,synthCells,49,
final_timing,finalSetupViolCount,0,
global_routing,gr-max-usage-layer,"met2",
setup_path,worst_setup_path_start_kind,"input port",
setup_path,worst-endpoint-required,0.96,ns
detailed_routing,drcViolationCount,0,
layout,final.fill_count,378,
placed_design,finalWeightedCongestion,0.773,
detailed_routing,drt_pre_antenna_iters,3,
global_routing,grt_util_met2,6.10,%
worst_hold_path,worst_min_delay_path_class,"in -> out",
pwr,power.leakage,0.361,nW
global_routing,groute.layer.met3.usage,1.36,%
final_timing,report.final.hold_viol_count,0,
global_routing,initial_antenna_violation_count,0,
worst_hold_path,hold_depth,3,
layout,layout.cells.most_common,"sky130_fd_sc_hd__buf_4",
floorplan,pin_count,30,
detailed_routing,final_antenna_net_count,0,
layout,layout_top_cells_excl_fill_tap,"16 x sky130_fd_sc_hd__buf_4, 9 x sky130_fd_sc_hd__buf_2, 8 x sky130_fd_sc_hd__buf_6, 8 x sky130_fd_sc_hd__clkdlybuf4s50_1, 4 x sky130_fd_sc_hd__clkbuf_2",
layout,design.seq.count,0,
final_timing,fin_ws,0.0345,ns
run,max_cap_violations,0,
global_routing,grt_start_max_net_pins,10,
critical path, stage by stage:
cell and delay [ns]:
sky130_fd_sc_hd__buf_4 0.12, sky130_fd_sc_hd__buf_6 0.11, sky130_fd_sc_hd__clkdlybuf4s50_1 0.45
final cells by class:
type	instances	area, um^2	share of cell area [%]
inverter	2	7.51	0.977
multi-input combinational	34	324	42.2
tap	46	57.6	7.49
timing repair buffer	47	379	49.3
cell families after synthesis:
group	Yosys count	synth area share, %
buffers and inverters	15	29.9
xor gates and xnor gates	3	7.75
and+or+nand+nor	19	37.6
AOI/OAI and AO/OA	12	24.7
synthesized netlist by cell type:
library cell | count | area, um^2
sky130_fd_sc_hd__a211oi_2 | 1 | 12.5
sky130_fd_sc_hd__a21o_1 | 2 | 15.0
sky130_fd_sc_hd__a21oi_1 | 4 | 20.0
sky130_fd_sc_hd__a31oi_2 | 1 | 12.5
sky130_fd_sc_hd__buf_2 | 3 | 15.0
sky130_fd_sc_hd__buf_4 | 9 | 67.6
sky130_fd_sc_hd__buf_6 | 1 | 11.3
sky130_fd_sc_hd__inv_1 | 2 | 7.51
sky130_fd_sc_hd__nand2_1 | 3 | 11.3
sky130_fd_sc_hd__nand2_2 | 1 | 6.26
sky130_fd_sc_hd__nand2b_1 | 1 | 6.26
sky130_fd_sc_hd__nand2b_4 | 2 | 27.5
sky130_fd_sc_hd__nand3_1 | 2 | 10.0
sky130_fd_sc_hd__nand3b_1 | 1 | 7.51
sky130_fd_sc_hd__nor2_1 | 2 | 7.51
sky130_fd_sc_hd__nor3_1 | 3 | 15.0
sky130_fd_sc_hd__nor3b_2 | 1 | 12.5
sky130_fd_sc_hd__nor4b_1 | 1 | 8.76
sky130_fd_sc_hd__o21a_1 | 1 | 7.51
sky130_fd_sc_hd__o21ai_0 | 1 | 5.00
sky130_fd_sc_hd__o21ai_1 | 1 | 5.00
sky130_fd_sc_hd__o22ai_1 | 1 | 6.26
sky130_fd_sc_hd__or2_1 | 1 | 6.26
sky130_fd_sc_hd__or2_4 | 1 | 8.76
sky130_fd_sc_hd__xnor2_1 | 3 | 26.3
per-stage QoR:
step / hold WS, ns / std cells
after detailed placement: 1.40 / 126
after CTS: 0.746 / 130
final: 0.737 / 129
after global routing: 0.757 / 129
after global placement: 1.39 / 126
after floorplan: 0.491 / 49
where the power goes:
part / switching, mW / total [mW] / internal (mW) / leakage [nW]
logic: 0.0949 / 0.251 / 0.156 / 0.361
clock network: 0 / 0 / 0 / 0
registers: 0 / 0 / 0 / 0
total: 0.0949 / 0.251 / 0.156 / 0.361
routing by layer:
| metal | share of wire [%] | vias up |
|---|---|---|
| met3 | 9.2 | 0 |
| li1 | - | 230 |
| met2 | 45 | 13 |
| met4 | 0 | 0 |
| met5 | 0 | - |
| met1 | 46 | 208 |
repair_timing:
item	in CTS	in global routing
hold buffers	0	0
pin swaps	11	4
endpoints found under the setup margin	22	12
setup buffers	4	0
gates resized	91	16
gates cloned	0	0
how the worst max path moves through the flow:
stage	from	endpoint	slack (ns)	depth (start not counted)
6_report	SW[7]	LEDR[7]	0.03	3
5_1_grt	SW[5]	LEDR[5]	0.003	3
4_1_cts	SW[3]	HEX0[1]	-0.004	5
Power is estimated from default activity; no workload was simulated.
